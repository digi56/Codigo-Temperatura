### /design/flow/design.v
module comp(
	input [7:0] tempDone,
	input [7:0] tempRef,
	input readyToC,
	output reg onOff
    );  
	initial begin
		onOff = 0;
	end
	always @ (posedge readyToC)
	begin	
		if ( onOff == 0 )begin
			if ( tempDone < tempRef-1 ) 
				onOff = 1;
		end
		else begin 
			if ( tempDone > tempRef-1 )
				onOff = 0;
		end
	end	
endmodule
module control(
	input clk,
	input tempReady,
	output reg load,
	output reg compareData
    );  
	parameter loadValues = 0, compare = 1, waitSensor = 2;
	reg[1:0] current_state;
	reg[1:0] next_state;
	always @ ( current_state or tempReady )
	begin		
		case ( current_state )
		loadValues: begin
			load = 1;
			compareData = 0;
			next_state <= compare;
		end
		compare: begin
			load = 0;
			compareData = 1;
			next_state <= waitSensor;
		end
		waitSensor: begin
			load = 0;
			compareData = 0;
			if ( tempReady == 1 )
			begin
				next_state <= loadValues;
			end
		end
		default: begin
			next_state <= waitSensor;
		end
		endcase
	end
	always @(negedge clk) 
	begin
		current_state <= next_state;
	end
endmodule
module seg7(
	input load,
	input [7:0] temptDone,
	input clk,
	output reg[6:0] display,
	output reg[3:0] anodo
    );  
	reg[6:0] unidades =  7'b0110110;
	reg[6:0] decenas =  7'b1001001;
	parameter c0 = 7'b1000000, c1 = 7'b1111001,
	c2 = 7'b0100100, c3 = 7'b0110000,
	c4 = 7'b0011001, c5 = 7'b0010010,
	c6 = 7'b0000010, c7 = 7'b1111000,
	c8 = 7'b0000000, c9 = 7'b0011000;
	reg [9:0] cont = 'd1000;
	reg clkV = 0;
	always @ ( posedge clkV )  
	begin
		if ( anodo == 4'b1110) begin
			anodo <= 4'b1101;
			display <= decenas;
		end
		else begin
			anodo <= 4'b1110;
			display <= unidades;
		end
	end
	always @ (posedge clk)
	begin
		if ( cont == 0 )begin
			cont <= 'd1000;
			clkV <= ~clkV;
		end
		else begin
			cont <= cont - 1'b1;
		end
	end
	always @ ( posedge load )  
	begin
		case( temptDone )
			0: unidades <= c0;
			1: unidades <= c1;
			2: unidades <= c2;
			3: unidades <= c3;
			4: unidades <= c4;
			5: unidades <= c5;
			6: unidades <= c6;
			7: unidades <= c7;
			8: unidades <= c8;
			9: unidades <= c9;
			10: unidades <= c0;
			11: unidades <= c1;
			12: unidades <= c2;
			13: unidades <= c3;
			14: unidades <= c4;
			15: unidades <= c5;
			16: unidades <= c6;
			17: unidades <= c7;
			18: unidades <= c8;
			19: unidades <= c9;
			20: unidades <= c0;
			21: unidades <= c1;
			22: unidades <= c2;
			23: unidades <= c3;
			24: unidades <= c4;
			25: unidades <= c5;
			26: unidades <= c6;
			27: unidades <= c7;
			28: unidades <= c8;
			29: unidades <= c9;
			30: unidades <= c0;
			31: unidades <= c1;
			32: unidades <= c2;
			33: unidades <= c3;
			34: unidades <= c4;
			35: unidades <= c5;
			36: unidades <= c6;
			37: unidades <= c7;
			38: unidades <= c8;
			39: unidades <= c9;
			40: unidades <= c0;
			41: unidades <= c1;
			42: unidades <= c2;
			43: unidades <= c3;
			44: unidades <= c4;
			45: unidades <= c5;
			46: unidades <= c6;
			47: unidades <= c7;
			48: unidades <= c8;
			49: unidades <= c9;
			50: unidades <= c0;
			51: unidades <= c1;
			52: unidades <= c2;
			53: unidades <= c3;
			54: unidades <= c4;
			55: unidades <= c5;
			56: unidades <= c6;
			57: unidades <= c7;
			58: unidades <= c8;
			59: unidades <= c9;
			60: unidades <= c0;
			61: unidades <= c1;
			62: unidades <= c2;
			63: unidades <= c3;
		endcase
		case( temptDone )
			0: decenas <= c0;
			1: decenas <= c0;
			2: decenas <= c0;
			3: decenas <= c0;
			4: decenas <= c0;
			5: decenas <= c0;
			6: decenas <= c0;
			7: decenas <= c0;
			8: decenas <= c0;
			9: decenas <= c0;
			10: decenas <= c1;
			11: decenas <= c1;
			12: decenas <= c1;
			13: decenas <= c1;
			14: decenas <= c1;
			15: decenas <= c1;
			16: decenas <= c1;
			17: decenas <= c1;
			18: decenas <= c1;
			19: decenas <= c1;
			20: decenas <= c2;
			21: decenas <= c2;
			22: decenas <= c2;
			23: decenas <= c2;
			24: decenas <= c2;
			25: decenas <= c2;
			26: decenas <= c2;
			27: decenas <= c2;
			28: decenas <= c2;
			29: decenas <= c2;
			30: decenas <= c3;
			31: decenas <= c3;
			32: decenas <= c3;
			33: decenas <= c3;
			34: decenas <= c3;
			35: decenas <= c3;
			36: decenas <= c3;
			37: decenas <= c3;
			38: decenas <= c3;
			39: decenas <= c3;
			40: decenas <= c4;
			41: decenas <= c4;
			42: decenas <= c4;
			43: decenas <= c4;
			44: decenas <= c4;
			45: decenas <= c4;
			46: decenas <= c4;
			47: decenas <= c4;
			48: decenas <= c4;
			49: decenas <= c4;
			50: decenas <= c5;
			51: decenas <= c5;
			52: decenas <= c5;
			53: decenas <= c5;
			54: decenas <= c5;
			55: decenas <= c5;
			56: decenas <= c5;
			57: decenas <= c5;
			58: decenas <= c5;
			59: decenas <= c5;
			60: decenas <= c6;
			61: decenas <= c6;
			62: decenas <= c6;
			63: decenas <= c6;
		endcase
	end
endmodule
module temperature(
	input clk,
	input so, 
	output reg cs, 
	output reg clkS,
	output reg[7:0] tempDone
    );  
	reg clkCs = 0;
	reg[3:0] cont = 0;
	reg[15:0] temperTemp = 0;
	reg[14:0] contF = 'd25000;
	reg[13:0] contCs = 'd12500;
	initial begin
		cs = 0;
		clkS = 0;
		tempDone = 0;
	end
	always @ (posedge clk)
	begin
		if ( contF == 0 )begin
			contF <= 'd25000;
			clkS <= ~clkS;
		end
		else begin
			contF <= contF - 1'b1;
		end
		if ( contCs == 0 )begin
			contCs <= 'd12500;
			clkCs <= ~clkCs;
		end
		else begin
			contCs <= contCs - 1'b1;
		end
	end
	always @ (negedge clkS)
	begin	
		if (cont == 15)
			cont <= 1'b0;
		else
			cont <= cont + 1'b1;
	end
	reg helpCs = 0;
	always @ (posedge clkCs)
	begin	
		if (cont == 15 && helpCs == 1)begin
			cs <= 1'b1;
		end																																																																																
		if (cont == 0 )begin
			cs <= 1'b0;
		end
		helpCs <= ~helpCs;
	end  
	always @ ( posedge clkS )
	begin
		case( cont )
			0: temperTemp[15] <= so;
			1: temperTemp[14] <= so;
			2: temperTemp[13] <= so; 
			3: temperTemp[12] <= so;
			4: temperTemp[11] <= so;
			5: temperTemp[10] <= so;
			6: temperTemp[9] <= so;
			7: temperTemp[8] <= so;
			8: temperTemp[7] <= so;
			9: temperTemp[6] <= so;
			10: temperTemp[5] <= so;
			11: temperTemp[4] <= so;
			12: temperTemp[3] <= so;
			13: temperTemp[2] <= so;
			14: temperTemp[1] <= so;
			15: temperTemp[0] <= so;
		endcase
		if ( cont == 15 )
		begin
			tempDone <= temperTemp[14:7] - 5;  
		end
	end
endmodule
module top_temperature(
	input clk,
	input [7:0] tpRef,  
	input sensor,  
	output onOff,  
	output cSensor,  
	output clkSensor,  
	output [7:0]tempReal,  
	output [6:0]display,
	output [3:0]anodo
	);
	wire [7:0] w_refTemp;
	wire w_load, w_toCompare;  
	comp comparador( .tempDone(tempReal), .tempRef(tpRef), .readyToC(w_toCompare), .onOff( onOff ));
	control contl( .tempReady(cSensor), .load(w_load), .clk(clk), .compareData(w_toCompare) );
	temperature tempSensor( .clk(clk), .so(sensor), .cs(cSensor), .clkS(clkSensor), .tempDone(tempReal) );
	seg7 segmentos( .load(w_load), .temptDone(tempReal), .clk(clk), .display(display), .anodo(anodo) );
endmodule
### /design/flow/run.sh
#!/bin/bash
# OpenROAD 26Q1-2900-gdf79404cd8, Yosys 0.63+post, stock flow scripts
make -C /OpenROAD-flow-scripts/flow DESIGN_CONFIG=/design/flow/config.mk WORK_HOME=/design/flow/orfs finish
### /design/flow/config.mk
export PLATFORM = sky130hd
export DESIGN_NAME = top_temperature
export DESIGN_NICKNAME = top_temperature
export VERILOG_FILES = /design/flow/design.v
export SDC_FILE = /design/flow/constraint.sdc
export NUM_CORES = 4
export LEC_CHECK = 1
export CORE_UTILIZATION = 30
### /design/flow/constraint.sdc
current_design top_temperature

set clk_period 4.5
set clk_io_pct 0.2

create_clock -name clk0 -period $clk_period [get_ports {clk}]

set non_clock_inputs [all_inputs -no_clocks]
set_input_delay [expr $clk_period * $clk_io_pct] -clock clk0 $non_clock_inputs
set_output_delay [expr $clk_period * $clk_io_pct] -clock clk0 [all_outputs]
==> run notes <==
fresh numbers from the pnr run: Async S/R FF share, synth 0%, cells after synthesis around 470, layout cells sized above 1 roughly 5.3%, Avg Cell Area, Syn 9.64 µm², CTS Buf Count 5, leakage around 2.0 nW, count of pins over their slew limit 0, period utilization 52.6%, Setup Viol. Count Final 0, Synth Flop Type dfxtp_1, Flops after synth 93, grt total ovfl 0, Rows 44, FP Util 30.9%, final core utilization between 30% and 40%, Final Hold Fails 0, vias in the first global route around 3000, Final min period 2.37 ns, root buf cell clkbuf_16, die area 15600 µm², I/O pin count 32, Crit path depth 1, CP arrival around 1.5 ns, Reg-to-Reg End tempSensor.clkS, Tightest Pin Transition 0.775 ns, cts hold-fix bufs 0, Core Area about 15000 µm², CTS H-Tree Depth 2, residual DRC count 0, initial antenna violation count 0, Die Y roughly 120 µm, register pins left without a clock 49, most frequent logic cell in the layout dfxtp_1, Setup Crit Path Kind reg2out, Vias between 3000 and 4000, status completed, PD cells 159 nW/µm², Global Route Usage Sum roughly a tenth, kind of end point of the critical path primary output, drt pass-1 iters 21, port buffer count 29, Resize count post-CTS 0, TritonCTS clock tree yes, Yosys Chip Area between 4000 and 5000 µm², Startpoint Class register, Syn Std Cell Area approximately 4500 µm², Hold Path Class reg2reg, drt wl/cell 11.3 µm, first-pass GRT wire length around 14000 µm, initial DRC count about 96, RSZ-0062 raised after global routing no, Routed Antenna Nets 0, Post-CTS Setup Bufs 0, CP max stage delay around 0.62 ns, crit path buf inv count 1, total tool warning count 36, largest net degree at the start of global routing 27, Critical Path RT 3.60 ns, slowest CP cell edfxtp_1, via density per instance between 4 and 5, Die X roughly 120 µm, Slew HR ~48%, crit path launch tempSensor.clkS, Max Root-Sink Buffers 2, # Cells Yosys around 470, hold slack approximately 0.45 ns, Worst-path clk slew about 0.06 ns, Total Power 0.819 mW, Yosys Warn Count 4, CP endpoint clkSensor, R2R Path Start tempSensor.contF[0], clk_skew 0.00278 ns, Max Clock Freq 0.422 GHz, Area after DPL 4970 µm², DP HPWL approximately 5600 µm, # diodes 0, area delta synth->final 13.8%, number of enable flip-flop cells 32, total negative slack 0 ns, peak fanout along the critical path 18, crit-path leading delay family flip-flops, endpoints left unconstrained 99, CP cell instances clkdlybuf4s50_1, Worst R2R Path Depth 6, most frequent cells in the layout dfxtp_1, nand2_1, nor2_1, flop2flop setup slack between 2 and 2.5 ns, max_cap viols 0, clk latency late pin between 0.2 and 0.3 ns, Unique cell types between 60 and 70, VDD IR max ~130 µV, RePlAce Congestion 0.877, Post-Route WL between 7000 and 8000 µm, cell area after layout approximately 5000 µm²
how the worst min path moves through the flow:
stage | startpoint | to | slack (ns) | cells after the start
4_1_cts | tempSensor.contCs[0] | tempSensor.contCs[0] | 0.45 | 1
5_1_grt | tempSensor.contCs[0] | tempSensor.contCs[0] | 0.49 | 1
6_report | tempSensor.contCs[0] | tempSensor.contCs[0] | 0.45 | 1
cells by family after synthesis:
| kind of cell | Yosys count | synth area share [%] |
|---|---|---|
| simple gates | 191 | 22.4 |
| mux | 2 | 0.470 |
| compound gates | 65 | 9.80 |
| xor+xnor | 42 | 8.14 |
| fa+ha+maj | 25 | 6.86 |
| buf+inv | 50 | 4.45 |
| flops | 89 | 46.5 |
| latches | 4 | 1.33 |
| other cells | 1 | 0.0829 |
routing by layer:
layer | up-vias | global-route usage (%) | part of all wire, %
met5 | - | 0 | 0
met4 | 0 | 1.74 | 0.63
met3 | 4 | 1.49 | 2.7
met2 | 39 | 17.4 | 46
met1 | 1516 | 15.5 | 51
li1 | 1668 | - | -
through the flow:
step	instances	worst slack, ns
after CTS	675	2.10
after global routing	675	2.01
after detailed placement	666	2.37
after floorplan	470	2.50
final	675	2.13
after global placement	666	2.42
report_power, final:
part / leakage (nW) / internal (mW) / total (mW) / switching, mW
clock network: 0.0928 / 0.243 / 0.394 / 0.151
registers: 0.781 / 0.395 / 0.395 / 0
logic: 1.13 / 0.0165 / 0.0297 / 0.0131
state kept, by name, summed over array words and instances, names as in the netlist, 2 cells and up:
name / flops
tempSensor.contCs: 14
segmentos.anodo: 2
segmentos.display: 7
segmentos.unidades: 7
tempSensor.contF: 15
segmentos.decenas: 6
tempSensor.tempDone: 8
segmentos.cont: 10
contl.current_state: 2
contl.next_state: 2
tempSensor.temperTemp: 8
tempSensor.cont: 4
synth_stat cells (2+ instances only):
cell type,instances,area (µm²)
a21oi_1,10,50.1
o21ai_0,18,90.1
a31oi_1,4,25.0
o221ai_1,3,26.3
dlxtn_1,4,60.1
nor3_1,15,75.1
o311ai_0,2,17.5
xor2_1,21,184
nand3_1,8,40.0
or4_1,4,30.0
ha_1,24,300
nor4_1,9,56.3
or4_4,2,22.5
and2_1,7,43.8
or2_2,6,37.5
nor2b_1,8,50.1
nand2_1,49,184
nor3b_1,3,22.5
o32ai_1,4,35.0
nand4_1,2,12.5
a311oi_1,2,17.5
buf_4,2,15.0
or3_1,6,37.5
clkinv_1,3,11.3
o2111ai_1,2,17.5
clkbuf_1,13,48.8
o31ai_1,3,22.5
nand3b_1,3,22.5
or3b_2,5,43.8
dfxtp_1,57,1140
a211o_1,2,17.5
xnor2_1,21,184
nand2b_1,13,81.3
o22ai_1,2,12.5
inv_1,29,109
a2111o_1,2,22.5
a21boi_0,2,15.0
edfxtp_1,32,961
nor2_1,40,150
and3_1,3,18.8
final cells by class:
type	instances	area [µm²]
sequential	93	2160
clock inverter	4	25.0
clock buffer	6	150
timing repair buffer	29	290
inverter	32	125
fill	1416	9500
tap	184	230
multi-input combinational	327	2160
No activity file was given, so power comes from the tool's default toggle rates.
